===== flow/run.sh =====
#!/bin/bash
# OpenROAD 26Q1-2900-gdf79404cd8, Yosys 0.63+post, stock flow scripts
make -C /OpenROAD-flow-scripts/flow DESIGN_CONFIG=/design/flow/config.mk WORK_HOME=/design/flow/orfs finish

===== flow/config.mk =====
export PLATFORM = sky130hd
export DESIGN_NAME = control
export DESIGN_NICKNAME = control
export VERILOG_FILES = /design/flow/design.v
export SDC_FILE = /design/flow/constraint.sdc
export NUM_CORES = 4
export LEC_CHECK = 1
export CORE_AREA = 10 10 105 105
export DIE_AREA = 0 0 115 115

===== flow/constraint.sdc =====
current_design control

set clk_period 1.5
set clk_io_pct 0.2

create_clock -name clk0 -period $clk_period [get_ports {clk}]

set non_clock_inputs [all_inputs -no_clocks]
set_input_delay [expr $clk_period * $clk_io_pct] -clock clk0 $non_clock_inputs
set_output_delay [expr $clk_period * $clk_io_pct] -clock clk0 [all_outputs]

===== flow/design.v =====
module control (input clk, reset, interrupt,
                input [7:0] datamem_data, datamem_address,  regfile_out1, regfile_out2, alu_out,
                output reg [3:0] alu_opcode,
                output reg [7:0] regfile_data, output [7:0] usermem_data,
                output reg [1:0] regfile_read1, regfile_read2, regfile_writereg,
                output reg [7:0] usermem_address, pc_jmpaddr,
                output reg rw, regfile_regwrite, pc_jump);
reg [1:0] stage;
    reg [7:0] instruction_c;
reg [7:0] instruction;
reg [7:0] prevaddr;
    reg [7:0] umd;
    reg [1:0] next_state;
    reg [7:0] datamem_addresss;
    parameter SIZE = 3;
    parameter S0 = 3'b001, S1 = 3'b010, SIR = 3'b100;
    parameter state0 = 2'b00;
    parameter state1 = 2'b01;
    parameter state2 = 2'b10;
    parameter state3 = 2'b11;
  assign usermem_data=rw?umd:8'bz;
    reg is_onecyc, is_rts;
    always @(*) begin
      if (stage==2'b00) begin
        instruction_c<=datamem_data;
        is_onecyc <= (datamem_data[7:4] <= 4'h7);
        is_rts <= (datamem_data == 4'hb);
      end
    end
    always @ (stage or is_rts or interrupt or is_onecyc)
        begin : FSM_COMBO
        next_state = 3'b001;
        case(stage)
            S0 : if (is_onecyc == 0)
                next_state = S1;
                else
                next_state = S0;
            S1 : if (interrupt == 1 || (is_onecyc == 0 && is_rts))
                    next_state = SIR;
                    else
                    next_state = S0;
            SIR : next_state = S0;
            default : next_state = S0;
        endcase
    end
        always @(posedge clk)
        begin : FSM_SEQ
        if (reset == 1)
        begin stage <= S0;
        end
        else begin
        stage <= next_state;
        end
        end
        always @(stage or reset)
         begin : OUTPUT_LOGIC
            if(reset == 1)begin
            {instruction, alu_opcode, regfile_data, umd, usermem_address} <= 8'b0;
            {regfile_read1, regfile_read2, regfile_writereg} <= 3'b0;
            {rw, regfile_regwrite, pc_jump} <= 1'b0;
            end else begin
            case(stage)
            S0: begin
                rw <= 0;
                regfile_regwrite <= 1;
                regfile_read1 <= instruction_c[3:2];
                regfile_read2 <= instruction_c[1:0];
                alu_opcode <= instruction_c[7:4];
                regfile_writereg <= instruction_c[1:0];
                regfile_data <= alu_out;
                end
             S1: case (instruction_c[7:4])
                                        4'h8  :
                                        begin
                                                rw <= 0;
                                                regfile_writereg <= instruction[1:0];
                                                regfile_regwrite <= 1;
                                                regfile_data <= datamem_data;
                                        end
                                        4'h9  :
                                        begin
                                                rw <= 0;
                                                pc_jump <= 1;
                                                pc_jmpaddr <= datamem_data;
                                        end
                            4'ha  :
                            begin
                                                rw <= 0;
                                prevaddr <= datamem_address + 1;
                                                pc_jump <= 1;
                                                pc_jmpaddr <= datamem_data;
                            end
                                        4'hc  :
                                        begin
                                                rw <= 0;
                                                regfile_regwrite <= 0;
                                                regfile_read1 <= instruction[3:2];
                                                regfile_read2 <= instruction[1:0];
                                                if(regfile_out1 == regfile_out2)
                                                begin
                                    prevaddr <= datamem_address + 1;
                                        pc_jump <= 1;
                                                        pc_jmpaddr <= datamem_data;
                                                end
                                        end
                            4'hd  :
                            begin
                                                rw <= 0;
                                                regfile_regwrite <= 0;
                                                regfile_read1 <= instruction[3:2];
                                                regfile_read2 <= instruction[1:0];
                                                if(regfile_out1 != regfile_out2)
                                                begin
                                    prevaddr <= datamem_address + 1;
                                        pc_jump <= 1;
                                                        pc_jmpaddr <= datamem_data;
                                                end
                            end
                            4'he  :
                            begin
                                rw <= 1;
                                usermem_address <= datamem_data;
                                                regfile_read1 <= instruction[3:2];
                                umd <= regfile_out1;
                            end
                            4'hf  :
                            begin
                                                rw <= 0;
                                usermem_address <= datamem_data;
                                                regfile_writereg <= instruction[1:0];
                                                regfile_regwrite <= 1;
                                                regfile_data <= usermem_data;
                            end
                        endcase
               SIR: begin
                            prevaddr <= datamem_address;
                            pc_jump <= 1;
                            pc_jmpaddr <= 8'hfe;
                            end
endcase
end
end
endmodule  
module pc(input clk, reset, jump,
          input [7:0] jmpaddr,
          output reg[7:0] data);
always @(posedge clk) begin
if (reset == 1)
data <= 8'b0;
else if (reset == 0)
begin
if (jump == 1)
data <= jmpaddr;
else if (jump == 0)
data <= data + 1;
end
end
endmodule  

==> CHANGELOG.md <==
### Metrics

* Worst Setup End Kind: register
* Sequential power share at 25.4%
* GPL Wtd Cong at 0.8216
* Routed WL at 5.210 mm
* Slowest CP cell: clkdlybuf4s50_1
* Reported leakage power at 1.076 nW
* Worst hold start: stage[2]
* Library cells used by synthesis at 32
* Yosys Warn Count at 2
* # diodes at 0
* Comb power frac at 40.4%
* Hold/Removal Path Class: reg -> reg
* Iteration-0 DRC Markers at 54
* Synthesized area at 1568 sq um
* Worst Path Required at 1.61 ns
* H-Tree Depth at 1
* Net Sw Power at 0.0001766 W
* Reg area at 885.9 sq um
* DIE AREA at 13230 sq um
* Max Freq at 978.0 MHz
* Clock Pin Slew Worst Setup and Hold Paths at 0.03 ns
* Clock skew at 0.001082 ns
* EDFF count, synth at 0
* Cts hold-fix bufs at 0
* Final Hold Fails at 0
* Initial antenna violation count at 0
* Syn_area_per_cell at 9.222 sq um
* First-pass GRT wire length at 7.728 mm
* Synthesis area per yosys at 1568 sq um
* R2R setup slack at 0.66 ns
* Layout cells sized above 1 at 4.049%
* Setup TNS at 0 ns
* Startpoint types: input port
* Final core occ at 28.77%
* Die span in y at 115 microns
* Yosys reg bits at 58
* Ys flop type: dlxtn_1
* RSZ-0062 raised after global routing: no
* Top cells excl fill/tap: clkdlybuf4s50_1 (79), dlxtn_1 (45), nor2b_1 (18)
* Die width at 115 microns
* Sw Share at 25.40%
* Clock tree buffer depth at 2
* Worst hold endpoint: stage[1]
* Residual DRC at 0
* Register pins left without a clock at 55
* Ys async rst share at 0%
* Ys cells at 170
* Worst-Skew Late Latency at 0.22 ns
* # fillers at 937
* Slew HR at 48.99%
* CTS tree: done
* Hold depth at 2
* Pin count of the biggest net entering global routing at 34
* Total CTS buffers at 3
* Tmin final at 1.022 ns
* Total of max-cap violations at 0
* Arrival time at the worst endpoint at 1.13 ns
* Endpoints left unconstrained at 100
* Root Buffer: clkbuf_8
* Area growth, synth to finish at 60.81%
* DR pass1 iterations at 4
* Crit Path Max Fanout at 6
* Detail Route Antenna Nets at 0
* Critical path's largest stage delay at 0.59 ns
* Post-CTS Setup Inserts at 0
* Cell area power density at 275.8 nW/um^2
* Post-Synthesis Cells at 170
* Final setup viols at 0
* Commonest non-fill, non-tap cell in the layout: clkdlybuf4s50_1
* Via density at 3.851
* Port Buffers at 79
* Log Warnings at 33
* Vias in the first global route at 1401
* Ports at 88
* Pins over their slew limit at 0
* Slew @ Worst Pin at 0.7616 ns
* Final HPWL DP at 4.353 mm
* Internal power at 0.0005187 W
* Period Utilization, post-route at 68.16%
* VDD IR max at 108.7 uV
* DR vias at 1367
* RR Startpoint: stage[1]
* Gr ovfl total at 0
* Overall Power at 0.0006953 W
* # rows at 34
* Worst-path cell chain: clkdlybuf4s50_1 > inv_1 > and3_1
* FP Util at 17.89%
* Logic area at 623.1 sq um
* FF-to-FF End: stage[0]
* Status: finished, final reports clean
* Core Area at 8763 sq um
* Post-DR wirelength/cell at 14.68 microns
* Reg2Reg Depth at 2
* Post-CTS resize count at 0
* Total GRT Usage at 7.496%
* Setup CP Type: in -> reg
* Clock group share of total power at 34.2%
[cell families after synthesis]
| logic type | share of synthesized area, % |
|---|---|
| AOI/OAI and AO/OA | 8.698 |
| xor gates and xnor gates | 4.469 |
| buffers and inverters | 3.750 |
| DFF | 3.831 |
| latches | 52.67 |
| muxes | 5.108 |
| and+or+nand+nor | 21.47 |
[layer usage]
metal / global-route usage (%) / share of wire [%] / vias up
li1: - / - / 719
met1: 9.868 / 46 / 594
met2: 11.15 / 42 / 54
met3: 4.219 / 12 / 0
met4: 0.3300 / 0 / 0
met5: 0 / 0 / -
[through the flow]
stage / hold slack (ns) / area [sq um] / instances / worst slack, ns
floorplan: 0.4693 / 1568 / 170 / 0.4576
global placement: 0.5004 / 2476 / 351 / 0.2821
detailed placement: 0.5117 / 2476 / 351 / 0.2428
CTS: 0.5169 / 2521 / 355 / 0.4714
global route: 0.5726 / 2521 / 355 / 0.4203
finish: 0.5187 / 2521 / 355 / 0.4776
[worst max-delay path: cells and delay by family]
| family | cells | cell delay, ns |
|---|---|---|
| buf+inv | 2 | 0.69 |
| simple gates | 1 | 0.15 |
[layout make-up]
class | instances | share of cell area, %
clock buffer | 4 | 1.787
inverter | 5 | 0.7444
multi-input combinational | 98 | 24.71
sequential | 58 | 35.14
tap | 108 | 5.360
timing repair buffer | 82 | 32.26
[cells in the mapped netlist, types with 2 or more instances]
cell	number	area [sq um]
a31oi_1	5	31.28
clkbuf_1	5	18.77
inv_1	4	15.01
nor2b_1	18	112.6
dfxtp_1	3	60.06
a21oi_1	3	15.01
nor3_1	3	15.01
dlxtp_1	10	150.1
o21ai_0	3	15.01
and3_1	2	12.51
and2_1	4	25.02
xnor2_1	8	70.07
dlxtn_1	45	675.7
nand2_1	5	18.77
a211oi_1	9	67.56
nand4_1	3	18.77
mux2i_1	8	80.08
or3_1	3	18.77
nor2_1	16	60.06
[flip-flops by register name (all words and copies together), names as in the netlist]
name              count
alu_opcode            4
instruction_c         8
is_onecyc             1
is_rts                1
pc_jmpaddr            8
pc_jump               1
regfile_data          8
regfile_read1         2
regfile_read2         2
regfile_regwrite      1
regfile_writereg      2
rw                    1
stage                 3
umd                   8
usermem_address       8
[power groups by stage]
stage	Sequential [W]	Clock (W)	Combinational, W
final	0.000176	0.000238	0.000281
after global routing	0.000180	0.000252	0.000309
after CTS	0.000177	0.000243	0.000287
[how the worst max path moves through the flow]
stage / from / slack [ns] / endpoint / depth (start not counted)
final: reset / 0.48 / stage[2] / 3
after global routing: reset / 0.42 / stage[2] / 3
after CTS: reset / 0.47 / stage[2] / 3
No activity file was given, so power comes from the tool's default toggle rates.
